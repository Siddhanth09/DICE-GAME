File: ./run.sh
#!/bin/bash
# OpenROAD 26Q1-2900-gdf79404cd8, Yosys 0.63+post, stock flow scripts
make -C /OpenROAD-flow-scripts/flow DESIGN_CONFIG=/design/flow/config.mk WORK_HOME=/design/flow/orfs finish
File: ./config.mk
export PLATFORM = sky130hd
export DESIGN_NAME = DiceGame
export DESIGN_NICKNAME = DiceGame
export VERILOG_FILES = /design/flow/design.v
export SDC_FILE = /design/flow/constraint.sdc
export NUM_CORES = 4
export LEC_CHECK = 1
export CORE_AREA = 10 10 73 73
export DIE_AREA = 0 0 83 83
File: ./constraint.sdc
current_design DiceGame

set clk_period 1.9
set clk_io_pct 0.2

create_clock -name clk0 -period $clk_period [get_ports {CLK}]

set non_clock_inputs [all_inputs -no_clocks]
set_input_delay [expr $clk_period * $clk_io_pct] -clock clk0 $non_clock_inputs
set_output_delay [expr $clk_period * $clk_io_pct] -clock clk0 [all_outputs]
File: ./design.v
module DiceGame (Rb, Reset, CLK, Sum, Roll, Win, Lose);
 input Rb; 
 input Reset; 
 input CLK; 
 input[3:0] Sum; 
 output Roll; 
 output Win; 
 output Lose; 
 reg Roll;
 reg Win;
 reg Lose;
 reg[2:0] State; 
 reg[2:0] Nextstate; 
 reg[3:0] Point; 
 reg Sp; 
 initial
 begin
 State = 0;
 Nextstate =0;
 Point = 2;
 end
 always @(Rb or Reset or Sum or State)
 begin
 Sp =  1'b0; 
 Roll = 1'b0; 
 Win =1'b0; 
 Lose =1'b0; 
 Nextstate =0;
 case (State)
 0 :
 begin
 if (Rb == 1'b1) begin
 Nextstate =1; 
 end
 end
 1 :
 begin
 if (Rb==1'b1) begin
 Roll =1'b1; 
 end
else if (Sum ==7 | Sum==11) begin
 Nextstate=2; 
 end
else if (Sum==2 | Sum== 3 | Sum == 12) begin
 Nextstate = 3; 
 end
else begin
 Sp =1'b1; 
 Nextstate=4; 
 end
 end
2 :
 begin
 Win =1'b1; 
 if (Reset == 1'b1) begin
 Nextstate =0; 
 end
 end
 3 :
 begin
 Lose=1'b1; 
 if (Reset ==1'b1) begin
 Nextstate =0; 
 end
 end
 4 :
 begin
 if (Rb == 1'b1) begin
 Nextstate = 5; 
 end
 end
 5 :
 begin
 if (Rb== 1'b1) begin
 Roll= 1'b1; 
 end
else if (Sum==Point) begin
 Nextstate= 2; 
 end
else if (Sum== 7) begin
 Nextstate = 3; 
 end
 else begin
 Nextstate = 4; 
 end
 end
default :
 begin
 Nextstate = 0; 
 end
 endcase
 end
 always @(posedge CLK)
 begin
 State <= Nextstate; 
 if (Sp == 1'b1) begin
 Point <= Sum; 
 end 
 end
endmodule
module GameTest (Rb, Reset, Sum, CLK, Roll, Win, Lose);
 output Rb; 
 output Reset; 
 output[3:0] Sum; 
 input CLK; 
 input Roll; 
 input Win; 
 input Lose; 
 reg[3:0] Sum;
 reg Reset;
 reg Rb;
 reg[1:0] Tstate; 
 reg[1:0] Tnext; 
 reg Trig1; 
 integer Sumarray[0:11]; 
 integer i; 
 initial
 begin
 Sumarray[0] = 7;
 Sumarray[1] = 11;
Sumarray[2] = 2;
 Sumarray[3] = 4;
 Sumarray[4] = 7;
 Sumarray[5] = 5;
 Sumarray[6] = 6;
 Sumarray[7] = 7;
 Sumarray[8] = 6;
 Sumarray[9] = 8;
 Sumarray[10] = 9;
 Sumarray[11] = 6;
 i = 0;
 Tstate = 0;
 Tnext = 0;
 Trig1 = 0;
 end
 always @(Roll or Win or Lose or Tstate)
 begin
 case (Tstate)
 0 :
 begin
 Rb = 1'b1; 
 Reset = 1'b0; 
 if (i >= 12) begin
 Tnext = 3; 
 end
else if (Roll == 1'b1) begin
 Sum = Sumarray[i]; 
 i = i + 1; 
 Tnext = 1; 
 end
 end
 1 :
 begin
 Rb = 1'b0; 
 Tnext = 2; 
 end
 2 :
 begin
 Tnext = 0; 
 Trig1 = ~Trig1; 
 if ((Win || Lose) == 1'b1) begin
 Reset = 1'b1; 
 end
 end
 3 :
 begin
end
 endcase
 end
 always @(posedge CLK)
begin
 Tstate <= Tnext; 
 end
endmodule
module tester ();
 wire rb1; 
 wire reset1; 
 reg clk1; 
 wire roll1; 
 wire win1; 
 wire lose1; 
 wire[3:0] sum1; 
 initial
 begin
 clk1 = 0;
 end
 always #20 clk1 <= ~clk1;
 DiceGame Dice (rb1, reset1, clk1, sum1, roll1, win1, lose1); 
 GameTest Dicetest (rb1, reset1, sum1, clk1, roll1, win1, lose1); 
endmodule
==> impl_metrics.csv <==
group,metric,value,unit
cts,cts_root_buf,"clkbuf_8",
timing,rsz0062_at_grt,"false",
cells_and_area,fillers,424,
setup_path,cp_num_buf_inv,2,
cells_and_area,fin_area,625.6,um2
global_routing,grt_usage,2.895,%
power,switching_power,0.1173,mW
drt,diodes,0,
setup_path,cp-startpoint,"Sum[1]",
logic_synthesis,syn_area_per_cell,10.48,um2
timing,layout_setup_ws,96.57,ps
logic_synthesis,syn_area,387.9,um2
drt,firstDrtPassIters,3,
cts,cts_tree,"yes",
cts,clock-sinks,7,
setup_path,r2r_cells,4,
logic_synthesis,synthMuxAreaShare,0,%
setup_path,critPathSlowestCell,"clkdlybuf4s50_1",
floorplanning,initCoreUtil,10.36,%
timing,hold_violations,0,
logic_synthesis,top_area_cell,"edfxtp_1",
timing,setup_violations,0,
logic_synthesis,top_cell_area_share,30.97,%
timing,worst_pin_slew,412.3,ps
cts,post_cts_buffers,0,
logic_synthesis,synthTopCellsByArea,"edfxtp_1, dfxtp_1, xnor2_1, nor3b_1, nor4bb_2",
job,drv_cap,0,
setup_path,required,1840,ps
power,ir_drop,0.0002478,V
cts,clk_pin_slew,40,ps
logic_synthesis,ys.flops,7,
logic_synthesis,yosysUniqueCellTypes,20,
power,p_int,0.3707,mW
drt,wl_per_cell,9.598,um
drt,drc,0,
job,warning_count,26,
floorplanning,core,3744,um2
setup_path,rr_startpoint,"State[1]",
cells_and_area,drive_above_1_share,20.37,%
setup_path,rr_endpoint,"State[0]",
global_routing,grt_max_degree,8,
timing,finalCritPeriodShare,94.92,%
power,p_leak,0.2241,nW
setup_path,rrSetupSlack,640,ps
placed_design,gp_congestion,0.8344,
logic_synthesis,synthArstFlopShare,0,%
setup_path,crit_end,"Point[3]",
floorplanning,dieHeight,83,um
drt,routed_wl,979,um
setup_path,path_class,"input port to flip-flop",
power,pwr-share-comb,17.4,%
power,p_total,0.4880,mW
global_routing,grt_overflow,0,
logic_synthesis,adder_share,0,%
logic_synthesis,top_logic_kind,"simple AND/OR/NAND/NOR gates",
logic_synthesis,ys_sh_simple,34.52,%
floorplanning,ioPinCount,10,
timing,period_minus_slack,1803,ps
logic_synthesis,synth_stat.cells,37,
power,seqPwrFrac,39.0,%
logic_synthesis,ys.flop_type,"edfxtp_1",
placed_design,port_buffers,8,
global_routing,grt_pass1_vias,329,
logic_synthesis,ys_warn_count,1,
setup_path,slowest_delay,500,ps
drt,drtIter0Drc,19,
cts,ctsHtreeMaxLevel,1,
cells_and_area,area_growth,61.29,%
setup_path,cp-end-kind,"flip-flop",
logic_synthesis,ys_area,387.9,um2
placed_design,dpl_cell_area,565.5,um2
cells_and_area,postLayoutCoreUtil,16.71,%
power,power_frac_clock,43.6,%
setup_path,cp_max_fo,5,
drt,vias,341,
timing,skew,1.171,ps
timing,setup_tns,0,ps
timing,fmax,554.5,MHz
power,swShare,24.04,%
setup_path,crit_chain,"clkdlybuf4s50_1, and2_1, a2111oi_4, nand2_1, inv_2",
cts,clockBufferDepth,2,
logic_synthesis,synthXorXnorAreaFrac,9.032,%
setup_path,critPathArrivalTime,1740,ps
placed_design,hpwl,716,um
setup_path,crit_family,"buffers and inverters",
timing,maxSlewViolCount,0,
logic_synthesis,synth_seq_share,46.45,%
drt,final_antenna_net_count,0,
global_routing,grt_pass1_wl,1649,um
floorplanning,core.rowCount,22,
placed_design,pre_cts_ws,-227.9,ps
hold_path,hold_class,"flip-flop to flip-flop",
global_routing,grt_antenna_before_repair,0,
power,powerDensity,780.1,nW/um2
run_status,status,"complete, no violations",
cts,worstSkewPairLatency,230,ps
logic_synthesis,enable_flop_cells,4,
logic_synthesis,synthCells,37,
logic_synthesis,ys_sh_aoi,9.032,%
cts,cts_buffers,3,
logic_synthesis,netlist_top_cells_count,"edfxtp_1, nor2_1, xnor2_1",
floorplanning,die_area,6889,um2
drt,via_per_inst,3.343,
setup_path,worst-path-stages,5,
timing,maxSlewHeadroom,72.12,%
setup_path,start_kind,"input port",
floorplanning,die_x,83,um
cts,cts_hold_buf,0,
## placed cells by master, fill, tap and decap left out, drive strengths merged, types with 2 or more instances in the layout
cell type,instances
nand2b,2
clkdlybuf4s50,7
nand3,2
nand2,3
clkbuf,4
nor2,4
buf,5
dfxtp,3
xnor2,4
nor3b,3
edfxtp,4
## how the worst min path moves through the flow
stage         cells past startpoint  slack [ps]  startpoint       end
finish                            1         540    State[1]  State[0]
global route                      1         590    State[1]  State[0]
CTS                               1         530    State[1]  State[0]
## per-layer routing
metal	up-vias	global-route usage, %	share of wire, %
li1	173	-	-
met1	150	4.213	54
met3	2	2.362	14
met5	-	0	0
met4	0	0.3077	0.82
met2	16	3.142	31
## power groups by stage
| stage | Sequential, mW | Combinational [mW] | Clock [mW] |
|---|---|---|---|
| 6_report | 0.190 | 0.0847 | 0.213 |
| 5_1_grt | 0.194 | 0.0932 | 0.233 |
| 4_1_cts | 0.189 | 0.0812 | 0.213 |
## area by class of cell
cell class              count  area, um2  share of cell area [%]
multi-input cells          29      216.5                   34.60
flip-flops and latches      7      180.2                   28.80
repair buffers             13      120.1                   19.20
well taps                  48      60.06                   9.600
clock buffers               4      45.04                   7.200
inverters                   1      3.754                  0.6000
## registers in the layout, summed over array words and instances, names as in the netlist
name	count
Point	4
State	3
## stage by stage
step	std cells	hold slack, ps
finish	102	541.8
floorplan	37	465.1
detailed placement	98	508.4
global route	102	594.3
CTS	102	535.0
global placement	98	516.0
## kinds of logic after synthesis
group           after synthesis
simple gates                 21
flops                         7
compound gates                4
xor+xnor                      4
buf+inv                       1
## what timing repair did
action                     4_1_cts  5_1_grt
gates resized                    0        3
hold endpoints to repair         0        0
setup endpoints to repair        0        5
Power is estimated from default activity; no workload was simulated.
